===== /design/flow/config.mk =====
export PLATFORM = sky130hd
export DESIGN_NAME = zero00_99_00
export DESIGN_NICKNAME = zero00_99_00
export VERILOG_FILES = /design/flow/design.v
export SDC_FILE = /design/flow/constraint.sdc
export NUM_CORES = 4
export LEC_CHECK = 1
export CORE_AREA = 10 10 79 79
export DIE_AREA = 0 0 89 89

===== /design/flow/constraint.sdc =====
current_design zero00_99_00

set clk_period 3.3
set clk_io_pct 0.2

create_clock -name clk0 -period $clk_period [get_ports {Clk}]

set non_clock_inputs [all_inputs -no_clocks]
set_input_delay [expr $clk_period * $clk_io_pct] -clock clk0 $non_clock_inputs
set_output_delay [expr $clk_period * $clk_io_pct] -clock clk0 [all_outputs]

===== /design/flow/design.v =====
`timescale 1ns / 1ps
module zero00_99_00
    (input Clk,UpOrDown,pause,
    output [7 : 0] Count);
    reg [7 : 0] Count=0;
reg [1:0] Direction;  
always @(posedge Clk)
begin
if (pause)
 Count<=Count;
 else
    if (UpOrDown == 1) begin  
        if (Direction == 0) begin  
            if (Count == 99)
                Direction <= 1;  
            else
                Count <= Count + 1;  
					 end
					 else begin  
            if (Count == 0)
                Direction <= 0;  
            else
                Count <= Count - 1;  
        end
    end
    else begin  
        if (Direction == 0) begin  
            if (Count == 0)
                Direction <= 1;  
            else
				Count <= Count - 1;  
        end
	else begin  
            if (Count == 99)
                Direction <= 0;  
            else
                Count <= Count + 1;  
        end
    end
end	  
endmodule

===== /design/flow/run.sh =====
#!/bin/bash
# OpenROAD 26Q1-2900-gdf79404cd8, Yosys 0.63+post, stock flow scripts
make -C /OpenROAD-flow-scripts/flow DESIGN_CONFIG=/design/flow/config.mk WORK_HOME=/design/flow/orfs finish

==> out/metrics.yaml <==
outcome:
  status: "finished, final reports clean"
floorplan:
  core_um2: 4661
  num_io_pins: 11
  die_area_um2: 7921
  die_h_um: 89
  die_w_um: 89
  initCoreUtil_pct: 17.26
  row_count: 25
global_route:
  grt_pass1_vias: 650
  grt_pass1_wl_mm: 3.132
  grt.overflow.total: 0
  grt_usage_pct: 4.965
  antenna_found_initial: 0
  grt_max_degree: 12
job:
  cap_violations: 0
  warning_count: 27
synthesis:
  synth_flop_count: 10
  top_area_cell: "edfxtp_1"
  ys_cells: 88
  edf_count: 8
  synth_seq_share_pct: 34.84
  ys_area_um2: 804.5
  area_leaders: "edfxtp_1, dfxtp_1, ha_1"
  avgSynthCellArea_um2: 9.142
  synth_cells: 88
  yosysUniqueCellTypes: 39
  top_area_share_pct: 29.86
  flop_cell: "edfxtp_1"
  yosys_warnings: 1
  common_cells: "nor2_1, edfxtp_1, inv_1"
  async_flop_share_pct: 0
  top_cell: "nor2_1"
  syn_area_um2: 804.5
drt:
  drt-initial-drc-count: 54
  routed_wl_mm: 1.833
  avgRoutedWirePerCell_um: 12.14
  ant_nets: 0
  viasPerCell: 4.457
  num_antenna_cells: 0
  vias: 673
  route.detailed.drc: 0
  firstDrtPassIters: 4
setup_path:
  cp_slowest_cell: "clkdlybuf4s50_1"
  critPathKind: "in2reg"
  cp.required_ns: 3.28
  endpoint_kind: "flop"
  critPathMaxStageDelay_ns: 0.66
  crit_path_end: "Count[2]$_DFFE_PN_"
  rrSetupSlack_ns: 1.19
  rr_worst_depth: 6
  path_max_fanout: 10
  r2r_end: "Count[3]$_DFFE_PN_"
  critPathLaunch: "UpOrDown"
  arrival_ns: 2.24
  reg2reg_from: "Count[0]$_DFFE_PN_"
  cp-start-kind: "input pin"
  path_cells: "clkdlybuf4s50_1, xor2_2, a41oi_1, a221oi_1, nor2_1"
timing:
  max_slew_margin_pct: 69.09
  drv_slew: 0
  hold_viol: 0
  finalClockPeriodUsage_pct: 68.27
  setup_viol: 0
  final.setup.tns_ns: 0
  fin_crit_ns: 2.253
  grt_setup_unrepaired: "false"
  worst_slack_ns: 1.047
  skew_ns: 0.0002263
  worst_pin_slew_ns: 0.4636
  fmax_mhz: 443.9
clock_tree:
  clkTransAtPathRegs_ns: 0.05
  hold_buffers: 0
  cts_tree: "done"
  cts.sinks: 10
  cts.path.max_buffers: 2
  root_buffer: "clkbuf_8"
  cts.repair.resized: 0
  htreeDepth: 1
  cts_inserted_buffers: 3
  clk_latency_ns: 0.23
  cts_setup_buffers: 0
final_layout:
  area_growth_pct: 23.33
  fillerInstances: 493
  post-route-util_pct: 21.29
  drive_above_1_share_pct: 11.34
  fin_cells: 151
place:
  placed_cells: 147
  dp_worst_setup_slack_ns: 0.7927
  dp_hpwl_mm: 1.405
  gp_congestion: 0.8974
  port_buffers: 10
power:
  p_leak_nw: 0.3221
  power.density_nw_per_um2: 393.7
  irDropWorstVdd_uv: 253.3
hold_path:
  hold_class: "reg2reg"
[state kept, by name, indices dropped and copies added (netlist names)]
signal and cells:
Direction 2, Count 8
[worst min path at each step]
stage	start	endpoint	slack, ns	cells past startpoint
final	Direction[1]$_DFF_P_	Direction[1]$_DFF_P_	0.48	2
after global routing	Direction[1]$_DFF_P_	Direction[1]$_DFF_P_	0.52	2
after CTS	Direction[1]$_DFF_P_	Direction[1]$_DFF_P_	0.49	2
[worst max-delay path, delay by kind of cell]
family	cells	cell delay (ns)
buffers and inverters	1	0.66
xor gates and xnor gates	1	0.40
and+or+nand+nor	1	0.07
AOI/OAI and AO/OA	2	0.46
[logic make-up after synthesis]
kind of cell / count (synthesis) / share of synthesized area [%]
buffers and inverters: 11 / 5.910
flip-flops: 10 / 34.84
adder cells (fa/ha/maj): 3 / 4.666
AND/OR/NAND/NOR: 34 / 25.20
multiplexers: 1 / 1.400
XOR/XNOR: 3 / 4.200
AND-OR/OR-AND: 26 / 23.80
[through the flow]
stage,area (µm²),total power [mW],hold slack (ns)
finish,992.2,0.3907,0.4762
global route,992.2,0.4157,0.5231
CTS,992.2,0.3984,0.4850
detailed placement,947.2,0.2621,0.4780
global placement,947.2,0.2626,0.4776
floorplan,804.5,0.2277,0.4456
[layout make-up]
type,instances,area [µm²],area share (%)
Multi-Input combinational cell,67,476.7,48.05
Sequential cell,10,280.3,28.25
Timing Repair Buffer,10,100.1,10.09
Tap cell,54,67.56,6.810
Clock buffer,4,45.04,4.540
Inverter,6,22.52,2.270
[layer usage]
metal | part of all wire [%] | GRT usage (%) | wire length (µm)
met1 | 50 | 7.074 | 916
met2 | 41 | 7.314 | 749
met3 | 8.3 | 1.837 | 152
met4 | 0.76 | 0.4335 | 14
met5 | 0 | 0 | 0
[placed cells by master, fill, tap and decap left out, drive strengths merged, types with 2 or more instances in the layout]
| cell | instances |
|---|---|
| a41oi | 2 |
| nor3 | 6 |
| edfxtp | 8 |
| nand3 | 3 |
| dfxtp | 2 |
| a211o | 2 |
| nor2 | 10 |
| clkbuf | 4 |
| o21a | 2 |
| nand2 | 6 |
| nor4b | 2 |
| o21ai | 4 |
| clkdlybuf4s50 | 10 |
| a21oi | 6 |
| inv | 6 |
| nand4 | 3 |
| a221oi | 2 |
| xnor2 | 2 |
| ha | 3 |
[where the power goes]
group          internal (mW)  leakage, nW  switching, mW
Combinational         0.0427        0.204         0.0367
Clock                 0.0846       0.0228         0.0476
Sequential             0.151       0.0949         0.0279
Total                  0.279        0.322          0.112
No activity file was given, so power comes from the tool's default toggle rates.
