--- flow/run.sh ---
#!/bin/bash
# OpenROAD 26Q1-2900-gdf79404cd8, Yosys 0.63+post, stock flow scripts
make -C /OpenROAD-flow-scripts/flow DESIGN_CONFIG=/design/flow/config.mk WORK_HOME=/design/flow/orfs finish
--- flow/config.mk ---
export PLATFORM = sky130hd
export DESIGN_NAME = top_level
export DESIGN_NICKNAME = top_level
export VERILOG_FILES = /design/flow/design.v
export SDC_FILE = /design/flow/constraint.sdc
export NUM_CORES = 4
export LEC_CHECK = 1
export CORE_AREA = 10 10 95 95
export DIE_AREA = 0 0 105 105
--- flow/constraint.sdc ---
current_design top_level

set clk_period 2.0
set clk_io_pct 0.2

create_clock -name clk0 -period $clk_period [get_ports {clk}]

set non_clock_inputs [all_inputs -no_clocks]
set_input_delay [expr $clk_period * $clk_io_pct] -clock clk0 $non_clock_inputs
set_output_delay [expr $clk_period * $clk_io_pct] -clock clk0 [all_outputs]
--- flow/design.v ---
`timescale 1ns / 1ps
module divi_clk(
input clk50,
input speed1, speed2,
output reg pwm_out
    );
reg [10:0] counter;
initial 
begin 
counter <=1;
pwm_out<=0;
end
always @ (posedge clk50)
if (speed1==1 && speed2==0)
begin
 if (counter==5) 
      begin
	    pwm_out<=~pwm_out;
		 counter<=1;
		 end 
		 else
		  counter<=counter+1;
		 end
		 else if (speed1==0 &&speed2==0)
		 begin
		 if (counter ==25) 
		 begin
		 pwm_out<=~pwm_out;
		 counter<=1;
		 end
		  else 
		 counter<=counter+1;
		  end
		 else if (speed1==0&& speed2==1)
		 begin
		 if (counter ==125) 
		 begin
		 pwm_out<=~pwm_out;
		 counter<=1;
		 end
		  else 
		   counter<=counter+1;
		 end
		 else if (speed1==1&& speed2==1)
		 begin
		 if (counter ==25525) 
		 begin
		 pwm_out<=~pwm_out;
		 counter<=1;
		 end
		  else 
		 counter<=counter+1;
		 end
 endmodule
`timescale 1ns / 1ps
module sangdan_tatdan(
input clk, rs,pause,
output [7:0] q
    );
 wire [7:0] r_next;
 reg [7:0] r_reg;
 always @(posedge clk, posedge rs)
  if (rs)
  r_reg <=0;
  else
  if (pause)
  r_reg<=r_reg;
  else
r_reg<=r_next;
assign r_next={r_reg[6:0],~r_reg[7]};
assign q=r_reg;
endmodule
`timescale 1ns / 1ps
module top_level(
input wire clk, rs, btn1, btn2, pause,
output wire [7:0] q
    );
wire PW;
divi_clk IC1(.clk50(clk), .speed1(btn1), .speed2(btn2), .pwm_out(PW));
sangdan_tatdan IC2(.clk(PW), .rs(rs),.q(q), .pause(pause));
endmodule
==> tab_implementation.tex <==
% Generated from flow reports
\begin{tabular}{lr}
\hline
Metric & Value \\
\hline
\multicolumn{2}{l}{\textbf{Final timing}} \\
\quad Highest Clock Rate & 0.587 GHz \\
\quad Final cycle utilization of the critical path & 0.851 \\
\quad Final setup slack of the worst path & 0.298 ns \\
\quad Count of endpoints without a timing constraint & 16 \\
\quad Period minus WS final & 1.70 ns \\
\quad Setup repair after global routing missed its margin & false \\
\quad Number of slew-limit violations in the final report & 0 \\
\quad Clock skew after layout & 0.00275 ns \\
\quad Setup-failing EPs final & 0 \\
\quad Hold violation total from the final report & 0 \\
\quad Setup tns final & 0 ns \\
\quad Count of unclocked register or latch pins & 8 \\
\multicolumn{2}{l}{\textbf{Global route}} \\
\quad Aggregate global routing overflow & 0 \\
\quad Number of global-route vias before repair & 633 \\
\quad Met1 Track Usage GR & 0.0423 \\
\quad GRT Max-Usage Layer & met2 \\
\quad Met3 Use GR & 0.0168 \\
\quad Maximum number of pins on one net before global-route repair & 10 \\
\quad Grt met2 use & 0.0445 \\
\quad Wire length of the first global-routing pass & 2900 um \\
\quad Initial antenna violation count & 0 \\
\quad Global-route usage over all layers & 0.0309 \\
\multicolumn{2}{l}{\textbf{Clock network}} \\
\quad Master cell of the clock root buffer & clkbuf\_8 \\
\quad Count of hold-fix buffers inserted at cts & 0 \\
\quad Level count of the clock H-tree & 1 \\
\quad Total clock buffers created by CTS & 3 \\
\quad TritonCTS clock tree & built \\
\quad Number of resized instances in the post-cts repair step & 0 \\
\quad Max Buffers Root-to-Sink & 2 \\
\quad Setup Fix Bufs, Post-CTS & 0 \\
\quad Clock latency on the worst-skew pair & 0.24 ns \\
\quad Clock edge transition at the registers on the reported setup and hold paths & 0.05 ns \\
\multicolumn{2}{l}{\textbf{Critical path}} \\
\quad Critical Path End Type & register \\
\quad Critical Path RT & 1.95 ns \\
\quad Critical Setup Path Class & register to register \\
\quad Arrival time of the worst setup path & 1.66 ns \\
\quad Worst-case reg-to-reg path depth & 3 \\
\quad Sort of element at the start of the critical path & register \\
\quad Largest fanout on the critical path & 9 \\
\multicolumn{2}{l}{\textbf{Route}} \\
\quad Total number of vias & 670 \\
\quad DRC Markers & 0 \\
\quad Drt first-iter violations & 29 \\
\quad Final antenna diode count & 0 \\
\quad Number of nets still failing antenna checks after routing & 0 \\
\quad Avg WL per Cell & 8.30 um \\
\quad Wire length after detailed routing & 1690 um \\
\quad Average vias per placed instance & 3.30 \\
\quad Detailed-router iteration count before antenna repair & 4 \\
\multicolumn{2}{l}{\textbf{Synthesis}} \\
\quad Warnings, synthesis & 2 \\
\quad Top cells, area & edfxtp\_1 (33\%), dfrtp\_1 (18\%), mux2\_2 (7.2\%), buf\_4 (4.8\%), xor2\_1 (3.2\%) \\
\quad Main flop type & edfxtp\_1 \\
\quad Post-synthesis instance total & 89 \\
\quad Area of the synthesized netlist per yosys stat & 1090 um\^{}2 \\
\quad Summed instance area of the synthesized netlist & 1090 um\^{}2 \\
\quad Ys cells & 89 \\
\quad FFs w/ async S/R, synth & 0.400 \\
\quad Synth Register Bits & 20 \\
\quad Syn\_area\_per\_cell & 12.2 um\^{}2 \\
\quad Cell accounting for the most synthesized area & edfxtp\_1 \\
\quad Number of library cell types mapped by synthesis & 31 \\
\quad Post-synth tally of flip-flops with integrated enable & 12 \\
\quad Area share of the largest cell type after synthesis & 0.331 \\
\quad Register area share after synthesis & 0.514 \\
\multicolumn{2}{l}{\textbf{Hold path}} \\
\quad Type of the most critical hold path & register to register \\
\quad Hold Crit Depth & 1 \\
\multicolumn{2}{l}{\textbf{Die}} \\
\quad Chip footprint & 11000 um\^{}2 \\
\quad Starting utilization of the core area & 0.158 \\
\quad Die width & 105 um \\
\quad I/O pin cnt & 13 \\
\quad Die extent in y & 105 um \\
\quad Std-Cell Rows & 30 \\
\quad Core Region & 6910 um\^{}2 \\
\multicolumn{2}{l}{\textbf{Power and ir drop}} \\
\quad Reported leakage power & 0.498 nW \\
\quad Maximum vdd ir drop & 0.164 mV \\
\quad Power after layout & 0.649 mW \\
\quad Power density over the cells & 479 nW/um\^{}2 \\
\multicolumn{2}{l}{\textbf{Cells and area}} \\
\quad Final core occ & 0.196 \\
\quad Final instance area & 1360 um\^{}2 \\
\quad Largest register FFs & 11 \\
\quad Signed area change from the synthesized netlist to the final layout & 24.5\% \\
\quad Count of fill cells added during filler insertion & 763 \\
\quad Fraction of layout cells with a size suffix above 1 & 0.150 \\
\multicolumn{2}{l}{\textbf{Place}} \\
\quad Cell area reported after detailed placement & 1310 um\^{}2 \\
\quad GPL Wtd Cong & 0.758 \\
\quad Setup WS pre-CTS & 0.0871 ns \\
\quad Number of I/O port buffers & 12 \\
\quad HPWL reported at the end of detailed placement & 1350 um \\
\multicolumn{2}{l}{\textbf{Run}} \\
\quad Max Cap Viol & 0 \\
\quad Number of warnings in the stage logs & 26 \\
\multicolumn{2}{l}{\textbf{Outcome}} \\
\quad Outcome & finished clean \\
\hline
\end{tabular}
==> area by class of cell <==
cell class	count	area [um^2]	share of cell area
Timing Repair Buffer	14	135	0.0996
Multi-Input combinational cell	63	473	0.349
Inverter	6	22.5	0.0166
Sequential cell	20	561	0.413
Clock inverter	1	3.75	0.00277
Clock buffer	3	41.3	0.0304
Tap cell	96	120	0.0886
==> synth_stat cells, drive strengths merged, types with 2 or more instances <==
cell     n
xor2     4
buf      9
edfxtp  12
nand2    3
nor4     2
nor2b    2
or3      3
dfrtp    8
nor3     2
a31oi    4
ha       2
inv      6
nand3    5
xnor2    2
o21ai    5
a32oi    3
mux2     7
==> metal layers <==
| metal | up-vias | share of wire | wire (um) |
|---|---|---|---|
| met5 | - | 0 | 0 |
| met4 | 0 | 0 | 0 |
| met3 | 0 | 0.083 | 140 |
| met2 | 15 | 0.41 | 688 |
| met1 | 305 | 0.51 | 855 |
| li1 | 350 | - | - |
==> through the flow <==
step	cells	hold slack [ns]
after CTS	203	0.601
after detailed placement	199	0.594
after floorplan	99	0.571
after global routing	203	0.634
final	203	0.595
after global placement	199	0.589
==> worst paths after layout <==
kind / startpoint / to / slack [ns]
setup reg to reg: IC1.counter[8] / IC1.pwm_out / 0.30
hold reg to reg: IC1.counter[10] / IC1.counter[10] / 0.60
hold / removal: IC1.counter[10] / IC1.counter[10] / 0.60
setup / recovery: IC1.counter[8] / IC1.pwm_out / 0.30
==> cells by family (layout without fill, tap and decap cells) <==
group / after synthesis / in the layout / synth area share
muxes: 7 / 7 / 0.0723
buffers and inverters: 16 / 24 / 0.0861
adders and majority gates: 2 / 2 / 0.0230
DFF: 20 / 20 / 0.514
AOI/OAI and AO/OA: 14 / 14 / 0.107
other: 1 / 11 / 0.00344
and+or+nand+nor: 23 / 23 / 0.146
xor gates and xnor gates: 6 / 6 / 0.0482
==> power breakdown <==
| part | leakage [nW] | internal, mW | total [mW] | switching [mW] |
|---|---|---|---|---|
| clock | 0.0231 | 0.135 | 0.220 | 0.0845 |
| sequential | 0.212 | 0.304 | 0.335 | 0.0317 |
| combinational | 0.262 | 0.0474 | 0.0946 | 0.0472 |
| total | 0.498 | 0.486 | 0.649 | 0.163 |
==> placed cells by master (no fill, tap or decap), types with 3 or more instances in the layout <==
master,Yosys,routed
or3_1,3,3
a31oi_1,4,4
clkdlybuf4s50_1,0,12
a32oi_1,3,3
edfxtp_1,12,12
xor2_1,4,4
inv_1,6,6
conb_1,1,11
o21ai_0,4,4
dfrtp_1,8,8
nand3_1,5,5
clkbuf_8,0,3
mux2_2,7,7
nand2_1,3,3
==> worst max-delay path: stages (launching register included) <==
cell,delay [ns]
edfxtp_1,0.42
nor4_1,0.34
and2_0,0.43
and3_1,0.23
Power and IR drop assume default switching activity.
